`./run.sh`:
```
#!/bin/bash
# OpenROAD 26Q1-2900-gdf79404cd8, Yosys 0.63+post, stock flow scripts
make -C /OpenROAD-flow-scripts/flow DESIGN_CONFIG=/design/flow/config.mk WORK_HOME=/design/flow/orfs finish
```
`./config.mk`:
```
export PLATFORM = sky130hd
export DESIGN_NAME = top_bit
export DESIGN_NICKNAME = top_bit
export VERILOG_FILES = /design/flow/design.v
export SDC_FILE = /design/flow/constraint.sdc
export NUM_CORES = 4
export LEC_CHECK = 1
export CORE_AREA = 10 10 87 87
export DIE_AREA = 0 0 97 97
```
`./constraint.sdc`:
```
current_design top_bit

set clk_period 3.8
set clk_io_pct 0.2

create_clock -name clk0 -period $clk_period [get_ports {i_Clk}]

set non_clock_inputs [all_inputs -no_clocks]
set_input_delay [expr $clk_period * $clk_io_pct] -clock clk0 $non_clock_inputs
set_output_delay [expr $clk_period * $clk_io_pct] -clock clk0 [all_outputs]
```
`./design.v`:
```
module top_bit(
    input i_Clk,
    input i_Switch_1,
    input i_Switch_2,
    input i_Switch_3,
    input i_Switch_4,
    output o_LED_1,
    output o_LED_2,
    output o_LED_3,
    output o_LED_4
);
    reg [27:0] blink_cnt = 0;
    always @(posedge i_Clk) begin
        blink_cnt <= blink_cnt + 1;
    end
    assign o_LED_1 = ~blink_cnt[27];
    assign o_LED_2 = ~blink_cnt[26];
    assign o_LED_3 = ~blink_cnt[25];
    assign o_LED_4 = ~blink_cnt[24];
endmodule
```
==> impl_metrics.ini <==
; flow metrics
[clock_tree]
insertion_delay_ns = 0.27
postCtsSetupRepairBufs = 0
cts.path.max_buffers = 2
cts.clk_slew.worst_paths_ns = 0.09
holdBufCountCts = 0
clk_root_buffer_cell = sky130_fd_sc_hd__clkbuf_8
ctsResizeCount = 0
numClockSinks = 28
cts_tree = yes
tritoncts.num_buffers = 3
h-tree-depth = 1

[route]
finalWirelength_um = 1867
antenna_cells = 0
avgViaCountPerCell = 4.149
first_pass_iters = 4
postRouteAntennaNets = 0
initial_detailed_routing_violation_count = 36
drc_errors = 0
wl_per_cell_um = 9.574
detailroute.via_count = 809

[synth]
yosys-top-cells-area = sky130_fd_sc_hd__dfxtp_1 (48%), sky130_fd_sc_hd__xnor2_1 (13%), sky130_fd_sc_hd__nand3_1 (6.4%)
synth.largest_area_cell = sky130_fd_sc_hd__dfxtp_1
xor_share_pct = 19.40
mux_area_fraction_pct = 0
enable_flop_cells = 0
post_synth_and_or_nand_nor_area_fraction_pct = 29.42
largest_logic_family = simple AND/OR/NAND/NOR gates
synth-main-ff-cell = sky130_fd_sc_hd__dfxtp_1
yosysUniqueCellTypes = 20
compound_area_share_pct = 0
synth_area_per_cell_um2 = 10.03
postSynthRegisterBits = 28
synthCells = 117
post-synth-top-area-fraction_pct = 47.76
ys_area_um2 = 1174
post-synth-top-count-cell = sky130_fd_sc_hd__dfxtp_1
ys_cells = 117
ys.warnings.count = 1
syn-cell-area_um2 = 1174
top_cells_by_count = sky130_fd_sc_hd__dfxtp_1 (28), sky130_fd_sc_hd__xnor2_1 (18), sky130_fd_sc_hd__nand3_1 (15)
asyncSetResetFlopFracSynth_pct = 0
synth.cellmix.adderShare_pct = 1.066
ys_seq_share_pct = 47.76

[timing]
layout_setup_ws_ns = 1.897
fin_setup_tns_ns = 0
report.final.slew_viol_count = 0
final_period_minus_worst_setup_slack_ns = 1.903
fmax_mhz = 525.4
period_used_pct = 50.09
worst_clk_skew_ns = 0.002587
report.final.hold_viol_count = 0
grt_setup_unrepaired = no
tightest_slew_ns = 0.4780
final-setup-viol-count = 0
maxSlewHeadroom_pct = 67.87

[grt]
grt_pass1_wl_um = 3512
antenna_found_initial = 0
gr-usage-all-layers_pct = 4.113
grt_max_degree = 17
overall_overflow_remaining_after_global_route = 0
grt_pass1_vias = 746

[cells_and_area]
final_util_pct = 24.22
area_growth_syn_to_layout_pct = 16.42
largest_registers = blink_cnt (28)
drive_above_1_share_pct = 7.317
largest_register = blink_cnt
largest_register_ffs = 28
stdcell_area_um2 = 1366

[setup_path]
worst-path-max-fanout = 3
worst_path_required_ns = 3.04
critical_path.startpoint_type = flop
cp_class = flop to primary output
path_cells = inv_1, clkdlybuf4s50_1
critical-path-max-stage-delay_ns = 0.47
setup.worst_path.end_class = primary output
crit_slowest_cell = sky130_fd_sc_hd__clkdlybuf4s50_1
arrival_ns = 1.14

[placed_design]
dpl.hpwl_um = 1428
gpl_congestion = 0.8103
buffer_ports.inserted = 4
dpl_worst_slack_ns = 2.076
dpl_cell_area_um2 = 1295

[power_and_ir_drop]
seq_power_share_pct = 56.3
share_clk_of_total_power_pct = 43.7
combinationalPowerShare_pct = 0
power_per_cell_area_nw_per_um2 = 380.9
ir_drop_uv = 248.3
p_int_w = 0.0004340
total_power_w = 0.0005205
power.switching_fraction_pct = 16.62
total_leakage_power_nw = 0.4639
switchingPower_w = 0.00008648

[job]
tool_warnings = 29
drv_cap = 0

[floorplan]
fp_util_pct = 20.80
pin_count = 9
core_region_area_um2 = 5642
num_rows = 27
die_w_um = 97
floorplan.die.height_um = 97
dieArea_um2 = 9409

[status]
outcome = finished, final reports clean

[hold_path]
hold_path.class = flop to flop
through the flow:
stage / hold WS [ns] / instances
after global routing: 0.4474 / 195
after CTS: 0.4181 / 195
after detailed placement: 0.3957 / 191
final: 0.4137 / 195
after floorplan: 0.3791 / 117
after global placement: 0.3885 / 191
kinds of logic after synthesis:
kind of cell,after synthesis
buffers and inverters,7
DFF,28
and+or+nand+nor,55
xor gates and xnor gates,26
adders and majority gates,1
worst paths after layout:
path / slack (ns) / to / start / depth (start not counted)
worst min register to register: 0.41 / blink_cnt[0] / blink_cnt[0] / 1
worst max register to register: 2.06 / blink_cnt[22] / blink_cnt[0] / 5
worst max-delay path: 1.90 / o_LED_3 / blink_cnt[25] / 2
worst min-delay path: 0.41 / blink_cnt[0] / blink_cnt[0] / 1
power groups by stage:
| stage | clock [W] | combinational, W | sequential [W] |
|---|---|---|---|
| after CTS | 0.000236 | 0.000000000203 | 0.000293 |
| after global routing | 0.000250 | 0.000000000203 | 0.000293 |
| final | 0.000227 | 0.000000000203 | 0.000293 |
worst max-delay path: cells and delay by family, from the launching register on:
kind | cells | cell delay (ns)
DFF | 1 | 0.32
buffers and inverters | 2 | 0.56
placed cells by master, fill, tap and decap left out:
cell type	count
sky130_fd_sc_hd__and3_1	4
sky130_fd_sc_hd__and4_1	2
sky130_fd_sc_hd__bufinv_16	1
sky130_fd_sc_hd__clkbuf_8	3
sky130_fd_sc_hd__clkdlybuf4s50_1	4
sky130_fd_sc_hd__dfxtp_1	28
sky130_fd_sc_hd__ha_1	1
sky130_fd_sc_hd__inv_1	5
sky130_fd_sc_hd__nand2_1	7
sky130_fd_sc_hd__nand3_1	15
sky130_fd_sc_hd__nand4_1	10
sky130_fd_sc_hd__nand4_4	1
sky130_fd_sc_hd__nor2_1	5
sky130_fd_sc_hd__nor3_2	1
sky130_fd_sc_hd__nor4_1	5
sky130_fd_sc_hd__nor4_2	1
sky130_fd_sc_hd__nor4_4	1
sky130_fd_sc_hd__or3_1	2
sky130_fd_sc_hd__or4_4	1
sky130_fd_sc_hd__xnor2_1	18
sky130_fd_sc_hd__xor2_1	8
routing by layer:
metal  track usage, %  vias to the layer above  part of all wire [%]
met5                0                        -                     0
met3            1.003                        2                   3.8
met2            5.879                       14                    42
met1            6.309                      368                    54
li1                 -                      425                     -
met4           0.2255                        0                  0.32
cell type report:
| cell class | instances | area, µm² |
|---|---|---|
| multi-input combinational | 82 | 585.6 |
| inverter | 5 | 18.77 |
| fill | 604 | 4275 |
| tap | 72 | 90.09 |
| timing repair buffer | 4 | 40.04 |
| sequential | 28 | 560.5 |
| clock buffer | 3 | 41.29 |
| clock inverter | 1 | 30.03 |
Power figures rest on the tool's default switching activity, not on a simulated workload.
